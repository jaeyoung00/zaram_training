<file path="./run.sh">
#!/bin/bash
# OpenROAD 26Q1-2900-gdf79404cd8, Yosys 0.63+post, stock flow scripts
make -C /OpenROAD-flow-scripts/flow DESIGN_CONFIG=/design/flow/config.mk WORK_HOME=/design/flow/orfs finish
</file>
<file path="./config.mk">
export PLATFORM = sky130hd
export DESIGN_NAME = pipe_ctrl
export DESIGN_NICKNAME = pipe_ctrl
export VERILOG_FILES = /design/flow/design.v
export SDC_FILE = /design/flow/constraint.sdc
export NUM_CORES = 4
export LEC_CHECK = 1
export CORE_AREA = 10 10 70 70
export DIE_AREA = 0 0 80 80
</file>
<file path="./constraint.sdc">
current_design pipe_ctrl

set clk_period 1.9
set clk_io_pct 0.2

create_clock -name clk0 -period $clk_period

set non_clock_inputs [all_inputs -no_clocks]
set_input_delay [expr $clk_period * $clk_io_pct] -clock clk0 $non_clock_inputs
set_output_delay [expr $clk_period * $clk_io_pct] -clock clk0 [all_outputs]
</file>
<file path="./design.v">
module pipe_ctrl
(
	output reg 			o_ctrl_RegWriteD,
	output reg 			o_ctrl_ResultSrcD,
	output reg 			o_ctrl_MemWriteD,
	output reg  [1:0]	o_ctrl_JumpD,
	output reg 			o_ctrl_BranchD,
	output reg 	[3:0]	o_ctrl_ALUControlD,
	output reg 			o_ctrl_ALUSrcD,
	output reg 	[2:0]	o_ctrl_ImmSrcD,
	output reg 	[3:0]	o_ctrl_mem_byte_sel,
	output reg  [1:0]	o_ctrl_MUX_selD,
	input 		[6:0] 	i_ctrl_op,
	input 		[2:0]	i_ctrl_funct3,
	input 				i_ctrl_funct7_5b
);
	always @(*) begin 
		case(i_ctrl_op)
			7'b0100011,	
			7'b1100011	:	o_ctrl_RegWriteD	= 1'b0;
			default				: 	o_ctrl_RegWriteD	= 1'b1;
		endcase 
	end 
	always @(*) begin 
		case(i_ctrl_op)
			7'b0000011	: 	o_ctrl_ResultSrcD 	= 1'b0;		
			default			: 	o_ctrl_ResultSrcD	= 1'b1; 	 	
		endcase 
	end 
	always @(*) begin 
		case(i_ctrl_op)
			7'b0110111	: 	o_ctrl_MUX_selD		= 2'b01;
			7'b0010111	:	o_ctrl_MUX_selD		= 2'b10;
			7'b1101111	,
			7'b1100111	: 	o_ctrl_MUX_selD		= 2'b11;
		default				: 	o_ctrl_MUX_selD		= 2'b00;
	endcase
end 
	always @(*) begin 
		case(i_ctrl_op)
			7'b0100011	: 	o_ctrl_MemWriteD	= 1'b1;
			default 		:  	o_ctrl_MemWriteD	= 1'b0;
		endcase 
	end 
	always @(*) begin
		case(i_ctrl_op)
			7'b1101111   :	o_ctrl_JumpD	=   2'b01;
			7'b1100111	: 	o_ctrl_JumpD	= 	2'b10;
			default			: 	o_ctrl_JumpD	= 	2'b00;
		endcase 
	end 
    always @(*) begin 
    	case(i_ctrl_op)
    		7'b1100011	: 	o_ctrl_BranchD	= 1'b1;
			default				: 	o_ctrl_BranchD	= 1'b0;
  		endcase 
  	end
	always @(*) begin 
		case (i_ctrl_op)
			7'b0000011		,
			7'b0100011		: begin 
				case (i_ctrl_funct3)
					3'b000	,
					3'b100	: o_ctrl_mem_byte_sel	= 4'b0001;
					3'b001	,
					3'b101	: o_ctrl_mem_byte_sel	= 4'b0011;
					3'b010 	: o_ctrl_mem_byte_sel	= 4'b1111;
					default				: o_ctrl_mem_byte_sel 	= 4'b1111;
				endcase
			end 
			default				: o_ctrl_mem_byte_sel 	= 4'b1111;
		endcase 
	end 
	always @(*) begin 
		case(i_ctrl_op)
			7'b0110011	,
			7'b0010011	:	begin 
				case(i_ctrl_funct3)
					3'b000	: o_ctrl_ALUControlD = (i_ctrl_funct7_5b && i_ctrl_op == 7'b0110011) ? 4'b1000 : 4'b0000;
					3'b100		: o_ctrl_ALUControlD = 4'b0100									;	
	                3'b110		: o_ctrl_ALUControlD = 4'b0110										;
                    3'b111		: o_ctrl_ALUControlD = 4'b0111									;
                    3'b001		: o_ctrl_ALUControlD = 4'b0001									;
                    3'b101	: o_ctrl_ALUControlD = i_ctrl_funct7_5b ? 4'b1101 : 4'b0101	;
                    3'b010		: o_ctrl_ALUControlD = 4'b0010									;
                    3'b011    : o_ctrl_ALUControlD = 4'b0011									;
					default				: o_ctrl_ALUControlD = 4'b1111 ; 
				endcase
			end 
			7'b1100011	: begin 
				case (i_ctrl_funct3)
					3'b000	,
					3'b001  : o_ctrl_ALUControlD = 4'b1000;
					3'b100	,
					3'b101	: o_ctrl_ALUControlD = 4'b0010;
					3'b110 ,
					3'b111	: o_ctrl_ALUControlD = 4'b0011;
					default				: o_ctrl_ALUControlD = 4'b1111 ; 
				endcase 
			end 
			default						: o_ctrl_ALUControlD = 4'b0000;
		endcase 
	end 
	always @(*) begin
		case(i_ctrl_op)
			7'b0010011	,
			7'b0000011	,
			7'b0100011	,
			7'b0010111	,
			7'b1100111	: 	o_ctrl_ALUSrcD	= 1'b1;
			default			: 	o_ctrl_ALUSrcD	= 1'b0;
		endcase 
	end 
	always @(*) begin 
		case(i_ctrl_op)
			7'b0110011	:	o_ctrl_ImmSrcD	= 3'b000;
			7'b0010011	,
			7'b0000011	,
			7'b1100111	: 	o_ctrl_ImmSrcD	= 3'b001;
			7'b0100011	: 	o_ctrl_ImmSrcD	= 3'b010;
			7'b1100011: 	o_ctrl_ImmSrcD	= 3'b011;
			7'b1101111	: 	o_ctrl_ImmSrcD	= 3'b100;
			7'b0110111	, 	
			7'b0010111	: 	o_ctrl_ImmSrcD	= 3'b101;
			default 		: 	o_ctrl_ImmSrcD	= 3'b111;
		endcase 
	end 
	reg [8*32-1:0] DEBUG_INSTR;
	always @(*) begin 
		case(i_ctrl_op) 
			7'b0110011		: begin
				case(i_ctrl_funct3)
					3'b000 : DEBUG_INSTR = i_ctrl_funct7_5b ? "sub" : "add";
					3'b100 	: DEBUG_INSTR = "xor"							;
					3'b110		: DEBUG_INSTR = "or" 							; 
                    3'b111		: DEBUG_INSTR = "and"							;
                    3'b001		: DEBUG_INSTR = "sll"							;
                    3'b101	: DEBUG_INSTR = i_ctrl_funct7_5b ? "sra" : "srl";
                    3'b010		: DEBUG_INSTR = "slt"							;
                    3'b011    : DEBUG_INSTR = "sltu"							;
					default				: DEBUG_INSTR = "nodef"							;
				endcase 
			end 
			7'b0010011		: begin 
				case(i_ctrl_funct3) 	
					3'b000 : DEBUG_INSTR = "addi"						 	  ;
					3'b100 	: DEBUG_INSTR = "xori"							  ;
					3'b110		: DEBUG_INSTR = "ori" 							  ; 
                    3'b111		: DEBUG_INSTR = "andi"							  ;
                    3'b001		: DEBUG_INSTR = "slli"							  ;
                    3'b101	: DEBUG_INSTR = i_ctrl_funct7_5b ? "srai" : "srli";
                    3'b010		: DEBUG_INSTR = "slti"							  ;
                    3'b011    : DEBUG_INSTR = "sltui"							  ;
					default				: DEBUG_INSTR = "nodef"							  ;
				endcase 
			end 
			7'b0000011		: begin 
				case(i_ctrl_funct3)
					3'b000	: DEBUG_INSTR = "lb"	;
					3'b001	: DEBUG_INSTR = "lh"	;
					3'b010	: DEBUG_INSTR = "lw"	;
					3'b100	: DEBUG_INSTR = "lbu"	;
					3'b101	: DEBUG_INSTR = "lhu"	;
					default				: DEBUG_INSTR = "nodef" ;
				endcase 
			end 
			7'b0100011		: begin 
				case(i_ctrl_funct3)
					3'b000	: DEBUG_INSTR = "sb"	;
					3'b001	: DEBUG_INSTR = "sh"	;
					3'b010	: DEBUG_INSTR = "sw"	;
					default				: DEBUG_INSTR = "nodef" ;
				endcase 
			end 
			7'b1100011	: begin 
				case(i_ctrl_funct3)
					3'b000	: DEBUG_INSTR = "beq"	;
					3'b001	: DEBUG_INSTR = "bne"	;
					3'b100	: DEBUG_INSTR = "blt"	;
					3'b101	: DEBUG_INSTR = "bge"	;
					3'b110	: DEBUG_INSTR = "bltu"	;
					3'b111	: DEBUG_INSTR = "bgeu"	;
					default				: DEBUG_INSTR = "nodef" ;
				endcase 
			end 
			7'b1101111		: DEBUG_INSTR = "jal"	;
			7'b1100111		: DEBUG_INSTR = "jalr"	;
			7'b0110111		: DEBUG_INSTR = "lui"	;
			7'b0010111		: DEBUG_INSTR = "auipc"	;
			default				: DEBUG_INSTR = "nodef" ;
		endcase
	end 
endmodule 
module FF_Execute_Memory
#(
	parameter 	REGISTER_INIT = 0
)
(
	output	reg	[1:0]			MUX_selM,
	output  reg					RegWriteM,
	output 	reg 				ResultSrcM,
	output 	reg 				MemWriteM,
	output 	reg [32/8-1:0] 	mem_byte_selM,
	output 	reg [32-1:0]		ALUResultM,
	output 	reg [32-1:0] 	WriteDataM,
	output  reg [32-1:0] 	PC_Plus_immM,
	output  reg [4:0]			RdM,
	output  reg [32-1:0]		ExtImmM,
	output  reg [32-1:0]		PCPlus4M,
	output	reg [2:0]			funct3M,
	input		[2:0]			funct3E,
	input 						i_clk,
	input 						i_rstn,
	input 		[1:0]			MUX_selE,
	input 						RegWriteE,
	input 						ResultSrcE,
	input 						MemWriteE,
	input 		[32/8-1:0] 	mem_byte_selE,
	input 		[32-1:0]		o_dp_ALU,
	input 		[32-1:0]		o_dp_WriteDataE,
	input		[32-1:0]		o_dp_PC_Plus_immE,
	input 		[4:0]			RdE,
	input 		[32-1:0]		ExtImmE,
	input 		[32-1:0] 	PCPlus4E
);
	always @(posedge i_clk or negedge i_rstn) begin 
		if(!i_rstn) begin 
			MUX_selM		<= 0;
            RegWriteM       <= 0;
	        ResultSrcM      <= 0;
            MemWriteM       <= 0;
			mem_byte_selM	<= 0;
            ALUResultM      <= 0;
            WriteDataM      <= 0;
            PC_Plus_immM    <= 0;
            RdM             <= 0;
            ExtImmM         <= 0;
            PCPlus4M        <= 0;
			funct3M			<= 0;
		end else begin
			MUX_selM		<= MUX_selE; 
            RegWriteM       <= RegWriteE;
            ResultSrcM      <= ResultSrcE;
            MemWriteM       <= MemWriteE;
			mem_byte_selM	<= mem_byte_selE;
            ALUResultM      <= o_dp_ALU;
            WriteDataM      <= o_dp_WriteDataE; 
            PC_Plus_immM    <= o_dp_PC_Plus_immE;
            RdM             <= RdE; 
            ExtImmM         <= ExtImmE;
            PCPlus4M        <= PCPlus4E;
			funct3M			<= funct3E;
		end 
	end 
endmodule 
</file>
==> flow_summary.toml <==
# physical design summary
[run_status]
outcome = "complete, no violations"

[layout]
fin_area_um2 = 913.4
final_layout_top_logic_cells = "sky130_fd_sc_hd__dlygate4sd2_1, sky130_fd_sc_hd__buf_4, sky130_fd_sc_hd__buf_6, sky130_fd_sc_hd__nor2_1, sky130_fd_sc_hd__nand2_1"
final.clkbuf_count = 0
lay_top_count = "sky130_fd_sc_hd__dlygate4sd2_1"
register_area_um2 = 0
final_layout_size_suffix_gt1_frac = 0.4340
utilization = 0.2674
seq_cell_count = 0
growth_of_design_area_from_synthesis_to_finish_pct = 145.8

[detailed_routing]
num_vias = 588
drc = 0
drtPass1Iterations = 4
drt_iter0_drc = 61
postRouteWirelength_um = 1640
viasPerCell = 3.868
antenna_cells_inserted = 0
drtAntennaViolNets = 0
wl_per_instance_um = 10.79

[floorplanning]
ioPinCount = 31
floorplan_core_area_mm2 = 0.003416
die_width_um = 80
core_util_floorplan = 0.1088
die_area_mm2 = 0.006400
die-height_um = 80
fp-row-count = 21

[placed_design]
gp_congestion = 0.7820
postPlaceCellArea_um2 = 807.0
place.port_buffers = 30
place_worst_setup_slack_ps = -513.9
place.detailed.hpwl_um = 1318

[global_route]
grt_usage = 0.05129
first_global_vias = 581
overflow = 0
global_route.peak_usage_layer = "met2"
grt_antenna_before_repair = 0
global_route.usage.met1 = 0.06671
met2_usage = 0.08828
gr-usage-met3 = 0.01250
grt_max_degree = 10
first_pass_grt_wire_length_um = 2780

[pwr]
p_comb_frac = 1.000
switching_power_uw = 49.32
power.share.clock = 0
p_int_uw = 68.67
power.share.switching = 0.4180
pwr_per_cell_area_mw_per_mm2 = 129.2
seqPwrFrac = 0
peak_supply_drop_uv = 26.28
static-leakage-power_nw = 0.4320

[yosys]
netlist_top_cells_area = "sky130_fd_sc_hd__nand2b_1, sky130_fd_sc_hd__nor2_1, sky130_fd_sc_hd__buf_6"
yosysCellCount = 59
post_synth_area_from_yosys_stat_um2 = 371.6
synth_cell_types = 30
mappedNetlistArea_um2 = 371.6
synth.largest_area_cell = "sky130_fd_sc_hd__nand2b_1"
synth_top_area_share = 0.1010
synth_seq_share = 0
synthesis.instances = 59
yosysWarningCount = 1
post_synth.cell_area_avg_um2 = 6.298

[worst_setup_path]
worst_path_max_delay_cell = "sky130_fd_sc_hd__dlygate4sd2_1"
worst_setup_path_start_kind = "primary input"
critical_path.most_common_cell = "sky130_fd_sc_hd__buf_6"
critical-path-max-stage-delay_ps = 230
critical_path.endpoint_type = "output pin"
worst-endpoint-arrival_ps = 1450
critical_path.max_fanout = 4
required_time_at_the_endpoint_of_the_critical_path_ps = 1520
timing_worst_setup_path_type = "primary input to output pin"
path_cells = "clkdlybuf4s15_1 -> nand4bb_1 -> buf_6 -> nor3_4 -> buf_6 -> nand2b_4 -> dlygate4sd2_1"

[timing]
rsz0062_at_grt = "no"
setup-tns-final_ps = 0
report.final.hold_viol_count = 0
layout_worst_path_cycle_share = 0.9615
report.final.setup_viol = 0
final.min_clock_period_ps = 1827
worst_case_setup_margin_in_the_final_layout_ps = 73.10
max_freq_mhz = 547.4
final-max-slew-violation-count = 0

[min_path]
min_path_cells = 3
hold_path_class = "primary input to output pin"
worst_hold_startpoint = "i_ctrl_funct3[2]"
timing.hold.worst_endpoint = "o_ctrl_ALUControlD[3]"

[job]
timing.max_cap.violations = 0
log.warning_count = 33

[cts]
cts_hold_fix_bufs = 0
metal layers:
layer,routed length [um],part of all wire,vias to the layer above
li1,-,-,301
met1,711,0.43,269
met2,770,0.47,18
met3,158,0.096,0
met4,0,0,0
met5,0,0,-
power by group through the flow:
stage	registers, mW	logic, mW	clock network (mW)
after CTS	0	0.117	0
final	0	0.118	0
after global routing	0	0.129	0
synth_stat cells (2+ instances only):
| cell | n |
|---|---|
| sky130_fd_sc_hd__o21ai_0 | 4 |
| sky130_fd_sc_hd__buf_6 | 2 |
| sky130_fd_sc_hd__and3_1 | 3 |
| sky130_fd_sc_hd__nand2b_1 | 6 |
| sky130_fd_sc_hd__nand2_1 | 6 |
| sky130_fd_sc_hd__a21oi_1 | 2 |
| sky130_fd_sc_hd__nor2_1 | 7 |
| sky130_fd_sc_hd__buf_2 | 4 |
| sky130_fd_sc_hd__nor2b_1 | 3 |
| sky130_fd_sc_hd__buf_4 | 2 |
cell families after synthesis:
logic type      count (synthesis)  synth area share
simple gates                   35            0.5556
other cells                     1           0.01009
compound gates                 13            0.2425
buf+inv                         9            0.1650
mux                             1           0.02694
metrics by stage:
| step | hold slack [ps] | power [mW] | instances |
|---|---|---|---|
| 5_1_grt | 1283 | 0.1295 | 152 |
| 3_5_place_dp | 1790 | 0.1041 | 145 |
| 2_1_floorplan | 785.8 | 0.04165 | 59 |
| 6_report | 1255 | 0.1180 | 152 |
| 4_1_cts | 1250 | 0.1166 | 151 |
| 3_3_place_gp | 1785 | 0.1028 | 145 |
critical path: cells and delay by family:
| kind | cells | cell delay (ps) |
|---|---|---|
| buffers and inverters | 4 | 680 |
| and+or+nand+nor | 3 | 370 |
worst max path at each step:
stage	start	endpoint	slack [ps]
4_1_cts	i_ctrl_op[3]	o_ctrl_mem_byte_sel[2]	-20
5_1_grt	i_ctrl_op[3]	o_ctrl_mem_byte_sel[3]	4
6_report	i_ctrl_op[3]	o_ctrl_mem_byte_sel[2]	70
layout make-up:
cell class	instances	area [um^2]
inverter	1	3.754
timing repair buffer	55	476.7
fill	370	2502
multi-input combinational	50	375.4
tap	46	57.56
what timing repair did:
item,4_1_cts,5_1_grt
pin swaps,12,4
endpoints found under the setup margin,19,6
buffers inserted,6,1
gates resized,65,4
Power figures rest on the tool's default switching activity, not on a simulated workload.
